==> design/flow/design.v <==
module Controlador(clk, opcode, IorD, ULAsrcA, ULAsrcB, Load_IR, ULA_select, RegWrite, Load_A, Load_B,
					WriteRegMux, WriteDataMux, Load_ULAOut, MemWrite, state, Load_PC, funct, shamt, 
					divStart, multStart, Load_HI, Load_LO);
	integer estado = 0;
	integer LER = 0, DECODIFICAR = 1, WAIT = 2, LOAD_ULAOUT = 3, WRITEREG = 4, LOAD_HILO = 5, TEMP = 6, DIV = 7;
	input wire clk;
	input wire[4:0] shamt;
	input wire[5:0] opcode, funct;
	output reg Load_IR, RegWrite, Load_ULAOut, Load_A, Load_B, MemWrite, Load_PC, Load_HI, Load_LO, divStart, multStart;
	output reg[2:0] IorD, ULAsrcA, ULAsrcB, ULA_select, WriteRegMux;
	output reg[4:0] WriteDataMux;
	output reg[31:0] state;
	integer afterWait;
	integer waiting = 0;
	always @(posedge clk) begin
		state = estado;
		case(estado)
			LER: begin
				Load_HI = 1'b0;
				Load_LO = 1'b0;
				Load_ULAOut = 1'b0;
				RegWrite = 1'b0;
				Load_PC = 1'b1;
				ULAsrcA = 2'b00;
				ULAsrcB = 2'b01;
				ULA_select = 3'b001;
				estado = DECODIFICAR;			
			end
			DECODIFICAR: begin
				Load_PC = 1'b0;
				Load_IR = 1'b1;
				estado = WAIT;
			end
			WAIT: begin
				Load_IR <= 1'b0;
				case(opcode)
					0: begin
						case(funct)
							20: begin					 
								Load_A = 1'b1;
								Load_B = 1'b1;
								Load_ULAOut = 1'b1;
								ULA_select = 3'b001;
								ULAsrcA = 2'b01;
								ULAsrcB = 2'b00;
								WriteRegMux = 2'b00;
								WriteDataMux = 5'b00000;								
								estado = LOAD_ULAOUT;
							end
							24: begin					 
								Load_A = 1'b1;
								Load_B = 1'b1;
								Load_ULAOut = 1'b1;
								ULA_select = 3'b011;
								ULAsrcA = 2'b01;
								ULAsrcB = 2'b00;
								WriteRegMux = 2'b00;
								WriteDataMux = 5'b00000;								
								estado = LOAD_ULAOUT;
							end
							26: begin					 
								Load_A = 1'b1;
								Load_B = 1'b1;
								ULAsrcA = 2'b01;
								ULAsrcB = 2'b00;	
								divStart = 1;	
								Load_HI = 1'b1;
								Load_LO = 1'b1;						
								estado = DIV;
								afterWait = LOAD_HILO;								
							end
							22: begin					 
								Load_A = 1'b1;
								Load_B = 1'b1;
								Load_ULAOut = 1'b1;
								ULA_select = 3'b010;
								ULAsrcA = 2'b01;
								ULAsrcB = 2'b00;
								WriteRegMux = 2'b00;
								WriteDataMux = 5'b00000;								
								estado = LOAD_ULAOUT;
							end
						endcase
					end
					8: begin							 
						Load_A = 1'b1;
						Load_B = 1'b1;
						Load_ULAOut = 1'b1;
						ULA_select = 3'b001;
						ULAsrcA = 2'b01;
						ULAsrcB = 2'b10;
						WriteRegMux = 2'b01;
						WriteDataMux = 5'b00000;
						estado = LOAD_ULAOUT;				
					end
				endcase
			end
			LOAD_ULAOUT: begin
				if(funct == 26)
					estado = WAIT;
				else
					estado = WRITEREG;
			end	
			LOAD_HILO: begin
				Load_HI = 1'b1;
				Load_LO = 1'b1;						
				estado = LER;	
			end
			WRITEREG: begin
				RegWrite = 1'b1;
				estado = LER;
			end
			DIV: begin
				estado = afterWait;
			end
			TEMP: begin
			end
		endcase
	end
endmodule
==> design/flow/run.sh <==
#!/bin/bash
# OpenROAD 26Q1-2900-gdf79404cd8, Yosys 0.63+post, stock flow scripts
make -C /OpenROAD-flow-scripts/flow DESIGN_CONFIG=/design/flow/config.mk WORK_HOME=/design/flow/orfs finish
==> design/flow/config.mk <==
export PLATFORM = sky130hd
export DESIGN_NAME = Controlador
export DESIGN_NICKNAME = Controlador
export VERILOG_FILES = /design/flow/design.v
export SDC_FILE = /design/flow/constraint.sdc
export NUM_CORES = 4
export LEC_CHECK = 1
export CORE_AREA = 10 10 75 75
export DIE_AREA = 0 0 85 85
==> design/flow/constraint.sdc <==
current_design Controlador

set clk_period 3.3
set clk_io_pct 0.2

create_clock -name clk0 -period $clk_period [get_ports {clk}]

set non_clock_inputs [all_inputs -no_clocks]
set_input_delay [expr $clk_period * $clk_io_pct] -clock clk0 $non_clock_inputs
set_output_delay [expr $clk_period * $clk_io_pct] -clock clk0 [all_outputs]
==> run notes <==
Figures from the implementation reports.

- The maximum buffer depth of the clock tree reads 2.
- The aggregate global routing overflow is 0.
- The routed design shows a wire length per standard cell of 11.2 um.
- The yosys stat cell total is 128.
- In this run, synthesis produced a sequential element count of 17.
- The final critical-path setup slack is 1370 ps.
- The final wirelength is 2270 um.
- The tally of OpenROAD warnings reads 30.
- The switching part of the total is 0.301.
- The leakage dissipation reads 0.551 nW.
- At the worst endpoint, the required time is 3230 ps.
- The post-cts repair resize count is 0.
- The startpoint-to-endpoint class of the critical path is in2reg.
- The core footprint reads 0.00406 mm2.
- Setup repair after global routing left no endpoint under its margin.
- The launching element type of the critical path is a primary input.
- For reference, the final report shows the hold violation count at 0.
- The minimum setup slack after placement reads 1100 ps.
- After floorplanning, the die was sized to cover 0.00723 mm2.
- The die height is 85 um.
- The number of buffers inserted to repair setup after CTS reads 0.
- The flow reported a cell area power density of 563 mW/mm2.
- The clock tree root buffer cell is sky130_fd_sc_hd__clkbuf_8.
- The switching power of the nets is 0.000221 W.
- The first global-routing pass estimated 3600 um of wire.
- Internal power comes to 0.000514 W.
- The number of antenna violations at the first check in global routing was 0.
- The number of H-tree levels reads 1.
- The arrival time at the worst endpoint is 1860 ps.
- Per the post-synthesis report, the number of cells in the design is 128.
- Per the placement log, port buffering inserted 27 buffers.
- The TritonCTS buffer count reads 3.
- The number of DRC violations after detailed routing reads 0.
- The aoi/oai-family share of the synthesized area reads 0.0713.
- The number of violations reported at the end of detailed-routing iteration 0 reads 52.
- The largest driver fanout on the critical path is 4.
- Per the post-synthesis stats, the area per cell is 8.91 um2.
- The synthesized netlist occupies a cell area of 0.00114 mm2.
- Summed over all failing endpoints, the final setup total negative slack is 0 ps.
- After legalization and detailed placement, the total HPWL measured 1960 um.
- The maximum clock frequency reads 0.517 GHz.
- The share of total power dissipated in the clock network is 0.201.
- The number of antenna repair diodes reads 0.
- The nature of the critical path endpoint reads a flop.
- The share of final-layout standard cells stronger than drive strength 1 is 0.0658.
- The via count of the first global-routing pass came to 821.
- The run finished with clean final reports.
- The final count of negative-setup-slack endpoints is 0.
- The pre-antenna-repair detailed-routing pass consisted of 4 iterations.
- The relative contribution of sequential cells to total power reads 0.476.
- The routed design could run at a clock period as short as 1930 ps.
- The area growth from synthesis to final layout reads 14.5%.
- The sequential-to-total area share from yosys stat is 0.316.
- The insertion delay to the later sink of the worst-skew pair is 240 ps.
- The cell row count is 23.
- Synthesis instantiated 36 different standard cells from the library.
- The count of pins over their slew limit is 0.
- The routed layout has 735 vias.
- The number of warnings issued by yosys is 6.
- The number of nets with antenna violations after detailed routing reads 0.
- The setup clock skew after layout reads 3.00 ps.
- The cts-stage hold buffer count is 0.
- Looking at the VDD voltage map, the peak drop is 149 uV.
- The overall power consumption is 0.000735 W.
- The xor-xnor portion of the synthesized cell area reads 0.0154.
- The total number of clock tree sinks reads 17.
- The fraction of registers with async set/reset is 0.
- The initial core utilization reads 0.281.
- The top logic cell family in the synthesized netlist reads buffers and inverters.
- The report counts max-capacitance violations totalling 0.
- The global routing report lists combined usage of all routing layers as 0.0558.
- Checking hold timing, the worst path is listed with class reg2reg.
- The placer's final routability congestion estimate is 0.759.
- The die is 85 um wide.
- The TritonCTS clock tree is done.
- After synthesis, the chip area reported by Yosys is 0.00114 mm2.
- The fraction of the mapped netlist area in simple logic gates reads 0.221.
- The area fraction in full adders, half adders and majority gates is 0.
- The combinational group share of total power is 0.323.
- The via density per instance reads 3.64.
- The portion of synthesized area spent on multiplexers is 0.0274.
- The timing report gives the clock slew at the launch and capture registers of the worst setup and hold paths as 60 ps.
- The number of ports placed on the die boundary is 81.
- The post-route clock period utilization is 0.586.
- The pin count of the biggest net entering global routing is 16.
- Post-synth the commonest register cell is sky130_fd_sc_hd__dfxtp_1.
- The count of flip-flops with a built-in enable after synthesis reads 2.
through the flow:
step / std cells / util / hold slack [ps] / cell area, um2
after global routing: 202 / 0.322 / 485 / 1310
after floorplan: 174 / - / 347 / 1310
final: 202 / 0.322 / 445 / 1310
after detailed placement: 198 / 0.311 / 442 / 1260
after global placement: 198 / 0.311 / 437 / 1260
after CTS: 202 / 0.322 / 451 / 1310
worst max-delay path, cell delays in order:
cell,delay (ps)
sky130_fd_sc_hd__clkdlybuf4s50_1,440
sky130_fd_sc_hd__nor3_4,270
sky130_fd_sc_hd__nand4_4,160
sky130_fd_sc_hd__nor3_4,320
routing by layer:
layer	track usage	vias to the layer above	wire length [um]
met1	0.0727	313	1050
met3	0.0222	2	212
li1	-	372	-
met4	0.0105	0	29
met2	0.0858	48	977
met5	0	-	0
logic make-up (layout without fill, tap and decap cells):
logic type | count (synthesis) | after routing
buf+inv | 54 | 32
simple gates | 36 | 36
flops | 17 | 17
compound gates | 14 | 14
mux | 3 | 3
other cells | 2 | 48
xor+xnor | 2 | 2
cells in the mapped netlist (2+ instances only):
| cell | instances | area share |
|---|---|---|
| sky130_fd_sc_hd__o21ai_0 | 4 | 0.018 |
| sky130_fd_sc_hd__o21ai_1 | 3 | 0.013 |
| sky130_fd_sc_hd__nor3_4 | 2 | 0.029 |
| sky130_fd_sc_hd__buf_2 | 3 | 0.013 |
| sky130_fd_sc_hd__nor2b_1 | 3 | 0.016 |
| sky130_fd_sc_hd__o21a_1 | 2 | 0.013 |
| sky130_fd_sc_hd__nand2b_1 | 2 | 0.011 |
| sky130_fd_sc_hd__mux2i_1 | 2 | 0.018 |
| sky130_fd_sc_hd__nor3b_2 | 2 | 0.022 |
| sky130_fd_sc_hd__and2_1 | 2 | 0.011 |
| sky130_fd_sc_hd__edfxtp_1 | 2 | 0.053 |
| sky130_fd_sc_hd__conb_1 | 2 | 0.0066 |
| sky130_fd_sc_hd__nand3b_1 | 2 | 0.013 |
| sky130_fd_sc_hd__buf_4 | 49 | 0.32 |
| sky130_fd_sc_hd__or3_1 | 2 | 0.011 |
| sky130_fd_sc_hd__nor2_1 | 7 | 0.023 |
| sky130_fd_sc_hd__dfxtp_1 | 15 | 0.26 |
| sky130_fd_sc_hd__a21oi_1 | 2 | 0.0088 |
| sky130_fd_sc_hd__nand2_1 | 5 | 0.016 |
power groups by stage:
stage / logic, W / registers, W / clock network (W)
CTS: 0.000245 / 0.000350 / 0.000154
finish: 0.000237 / 0.000350 / 0.000148
global route: 0.000271 / 0.000363 / 0.000164
sequential cells by signal, summed over array words and instances (netlist names):
name,cells
WriteRegMux,1
estado,3
Load_ULAOut,1
ULAsrcA,1
ULA_select,2
state,3
RegWrite,1
ULAsrcB,2
Load_LO,1
Load_PC,1
Load_IR,1
final timing paths:
kind / from / endpoint / slack (ps) / cells past startpoint
worst max register to register: estado[0]$_SDFFE_PN1P_ / WriteRegMux[0]$_DFFE_PP_ / 1760 / 3
worst max-delay path: opcode[1] / WriteRegMux[0]$_DFFE_PP_ / 1370 / 4
worst min register to register: ULAsrcB[1]$_SDFFE_PN0P_ / ULAsrcB[1]$_SDFFE_PN0P_ / 450 / 2
worst min-delay path: ULAsrcB[1]$_SDFFE_PN0P_ / ULAsrcB[1]$_SDFFE_PN0P_ / 450 / 2
placed cells by master (no fill, tap or decap), drive strengths merged:
cell type,n
conb,48
clkdlybuf4s50,27
dfxtp,15
nor2,7
o21ai,7
nand2,5
nor3,4
nor2b,3
clkbuf,3
nor3b,3
edfxtp,2
or3,2
a21oi,2
nand3b,2
nand2b,2
mux2i,2
o21a,2
and2,2
nand4,2
and3,1
xnor2,1
xor2,1
nor4b,1
nand4b,1
a21o,1
nand3,1
a31oi,1
mux2,1
inv,1
o211ai,1
clkinv,1
cell type report:
cell class              count  area [um2]
clock buffers               3        41.3
clock inverters             1        5.00
fillers                   415        2750
inverters                   1        3.75
multi-input cells         103         563
flip-flops and latches     17         360
well taps                  50        62.6
repair buffers             27         270
No activity file was given, so power comes from the tool's default toggle rates.
