$ cat run.sh
#!/bin/bash
# OpenROAD 26Q1-2900-gdf79404cd8, Yosys 0.63+post, stock flow scripts
make -C /OpenROAD-flow-scripts/flow DESIGN_CONFIG=/design/flow/config.mk WORK_HOME=/design/flow/orfs finish
$ cat design.v
module Div(clk, reset, div, a, b, hi, lo, divByZero);
	input wire clk, reset, div;
	input wire [31:0] a, b;
	output reg [31:0] hi, lo;
	output reg divByZero;
	always @(posedge clk) begin	
		if(b == 0)
			divByZero = 1;
		else begin
			divByZero = 0;
			hi = a / b;
			lo = a % b;			
		end
	end
endmodule 
$ cat config.mk
export PLATFORM = sky130hd
export DESIGN_NAME = Div
export DESIGN_NICKNAME = Div
export VERILOG_FILES = /design/flow/design.v
export SDC_FILE = /design/flow/constraint.sdc
export NUM_CORES = 4
export LEC_CHECK = 1
export CORE_UTILIZATION = 30
$ cat constraint.sdc
current_design Div

set clk_period 206.0
set clk_io_pct 0.2

create_clock -name clk0 -period $clk_period [get_ports {clk}]

set non_clock_inputs [all_inputs -no_clocks]
set_input_delay [expr $clk_period * $clk_io_pct] -clock clk0 $non_clock_inputs
set_output_delay [expr $clk_period * $clk_io_pct] -clock clk0 [all_outputs]
==> notes.md <==
The full implementation flow was run.

The number of warnings reported in the stage logs is 28. After layout, the minimum clock period comes to roughly 130,000 ps. The height of the die stands at approximately 330 um. The synthesis report lists the Yosys warning total as 1. The timing report shows the most common cell along the critical path to be ha_1.

The critical path in this run is classified as in -> reg. TritonCTS built the clock tree. Summing internal, switching and leakage power gives around 0.00016 W.

The synthesized netlist has a Yosys-reported chip area of about 33,000 sq um. The violation count after the first detailed-routing iteration stands at 3,277. The clock-pin transition on the worst setup and hold timing paths stands at 70 ps. Per the synth stats, the flop cell with the highest instance count is edfxtp_1. The post-synthesis to final-layout area growth stands at 10.49%. The chip width stands at ~330 um.

The number of global-route vias before repair came to 32,601. The min-delay analysis places its worst path in the category in -> reg. Tracing the worst setup path back leads to its startpoint at b[23]. The worst slack at placement stands at 75,910 ps.

According to the timing report, the arrival time at the worst endpoint equals between 100,000 and 150,000 ps. The total setup buffers inserted after CTS stands at 0. The depth of the worst hold-timing path stands at 3. The minimum hold slack stands at ~42,000 ps. The share of the Yosys chip area taken by registers is 5.909%. The global placer's final weighted congestion stands at 1.061.

The count of mapped cells out of synthesis stands at approximately 4,700. The floorplan utilization stands at just over 30%. The first detailed-routing pass ran for 8 iterations. The clock net sink count stands at around 65.

STA classifies the critical path endpoint as a flop. Dividing the detail-routed wire length by the instance count gives 20.63 um. The pin count of the biggest net entering global routing stands at 48. Per STA, the worst path accumulates the most delay in the family AND-OR/OR-AND gates. Adding up every negative setup slack in the final design gives 0 ps. CTS reports a maximum clock tree buffer depth of 2. Ranked by total cell area, the synthesized netlist is headed by ha_1 20%, nand2_1 6.0%, a21oi_1 6.0%, edfxtp_1 5.8%, xnor2_1 5.5%. The final max-slew violation count stands at 0. The worst setup slack after layout stands at between 70,000 and 80,000 ps. Counting the buffers created by CTS gives 9.

Buffers inserted to repair hold after CTS numbered 0. Per the OpenROAD floorplan log, the area of the die is between 100,000 and 150,000 sq um. Of the available clock period, the critical path in the final layout requires ~64%. The total area inside the core boundary comes to about 110,000 sq um. The number of buffer and inverter instances along the worst setup path stands at between 40 and 50. The HPWL after detailed placement stands at slightly above 100,000 um. The I/O pin count stands at 132. The synthesized netlist occupies a cell area of 32,860 sq um. The leakage power of the design stands at around 16 nW. The worst ir drop on vdd stands at a little over 0.004 mV. Looking at the clock tree report, the root buffer type is clkbuf_16. The average instance area after synthesis stands at between 6 and 7 sq um. The final layout report lists a filler cell count of around 11,000.

The number of resized instances in the post-cts repair step stands at 0. Of the post-synthesis cell area, the dominant cell type holds around a fifth. The number of antenna violations at the first check in global routing stands at 4. The count of endpoints failing setup in the final report stands at 0.

Summed over all instances, the cell type with the most area after synthesis is ha_1. The CTS H-tree depth stands at 3. Sorting the synthesized cells by how often they occur yields 529 x ha_1, 523 x nand2_1, 483 x nor2_1, 392 x a21oi_1, 270 x o21ai_0. Looking at hold timing, the worst path starts from a[0]. The most frequently used library cell after synthesis is ha_1. In this run the remaining antenna-violating nets after routing total 0. The highest cell delay on the worst timing path stands at ~950 ps. The layout summary lists the proportion of cells stronger than drive strength 1 as between 6 and 7%. The number of cells on the critical path stands at about 310. In this run, synthesis produced a sequential element count of 65. Measured against its own limit, the worst slew margin works out to between 30% and 40%. The count of buffers inserted at the top-level ports stands at roughly 130. The total routing usage reported by global routing stands at a little under a quarter. Per the GRT congestion report, total overflow comes to 0. The first global-routing pass estimated 193,700 um of wire.

The post-route cell area stands at 36,310 sq um. The number of max-cap violations stands at 0. The gate-level netlist out of Yosys references approximately 110 unique cell types. The run finished with clean final reports. The number of core rows stands at between 100 and 150. The routed via count divided by cell count stands at roughly 5.8.

Setup repair after global routing left no endpoint under its margin. After detailed routing, the number of remaining DRC violations is 0. The worst setup path is launched from an input port. The detailed router placed 35,850 vias in this run. The number of synthesized flops with an enable pin stands at between 60 and 70. Of all nets on the critical path, the largest fanout is 37. The share of flip-flops with an asynchronous set or reset after synthesis stands at 0%. The final number of hold-violating endpoints stands at 0. The routed design has roughly 130,000 um of wire. Detailed placement reports a standard cell area of 35,980 sq um. Total power normalized to cell area comes to between 4 and 5 nW/um^2. The number of cell instances after yosys synthesis stands at between 4,000 and 5,000.

Per the timing report, the achievable frequency comes out to around 0.0076 GHz. The required time at the endpoint of the critical path stands at 206,120 ps. The transition time recorded at the tightest slew-check pin is about 1000 ps. Per the STA report, the cell with the highest stage delay on the worst path is nor4_2.
worst min-delay path: cells and delay by family:
kind            cells  cell delay (ps)
compound gates      1               70
simple gates        1               60
buf+inv             1              540
layout by cell type, fill, tap and decap left out, types with 17 or more instances in the layout:
cell,n
a211o_1,19
a211oi_1,56
a21boi_0,25
a21o_1,162
a21oi_1,392
a31o_2,22
a31oi_1,73
and2_1,38
and3_1,33
buf_4,78
clkdlybuf4s50_1,129
edfxtp_1,64
ha_1,529
inv_1,196
mux2_2,68
mux2i_1,29
nand2_1,523
nand2b_1,49
nand3_1,132
nand4_1,64
nor2_1,483
nor2b_1,41
nor3_1,139
nor4_1,32
o2111ai_1,17
o211ai_1,63
o21a_1,124
o21ai_0,269
o21ai_1,24
o21bai_1,40
o31ai_1,43
or2_2,36
or3_1,60
xnor2_1,208
xor2_1,157
final timing paths:
kind / endpoint / slack, ps
worst max-delay path: lo[16]$_DFFE_PN_ / 74300
worst min-delay path: lo[0]$_DFFE_PN_ / 41620
cell type report:
class	count	area (sq um)	area share, %
multi-input combinational	4280	29590	81.50
sequential	65	1942	5.348
timing repair buffer	207	1877	5.169
tap	1414	1769	4.873
inverter	213	799.5	2.202
clock buffer	9	225.2	0.6203
clock inverter	7	100.1	0.2757
antenna	2	5.005	0.01378
sequential cells by signal, indices dropped and copies added (netlist names):
register,flops
divByZero,1
hi,32
lo,32
metal layers:
metal / vias to the layer above / wire length, um / part of all wire, % / global-route usage (%)
met5: - / 43 / 0.034 / 0
met4: 8 / 5803 / 4.5 / 8.393
met3: 253 / 10760 / 8.4 / 3.612
met2: 1331 / 52680 / 41 / 33.84
met1: 16420 / 58590 / 46 / 33.04
li1: 17838 / - / - / -
power by group:
| group | switching [W] | internal [W] | leakage [nW] |
|---|---|---|---|
| Combinational | 0.0000683 | 0.0000538 | 15.2 |
| Clock | 0.00000938 | 0.0000108 | 0.161 |
| Sequential | 0.000000919 | 0.0000190 | 0.742 |
cells by family after synthesis:
group,after synthesis,share of synthesized area (%)
adder cells (fa/ha/maj),530,20.20
multiplexers,99,3.293
buffers and inverters,354,4.169
AND/OR/NAND/NOR,1709,24.40
AND-OR/OR-AND,1577,32.30
flip-flops,65,5.909
XOR/XNOR,365,9.728
metrics by stage:
| step | util [%] | cells |
|---|---|---|
| after floorplan | - | 4699 |
| after global placement | 33.10 | 6179 |
| after detailed placement | 33.10 | 6179 |
| after CTS | 33.40 | 6195 |
| after global routing | 33.40 | 6195 |
| final | 33.40 | 6197 |
Power figures rest on the tool's default switching activity, not on a simulated workload.
